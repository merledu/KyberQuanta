$ cat /design/flow/run.sh
#!/bin/bash
# OpenROAD 26Q1-2900-gdf79404cd8, Yosys 0.63+post, stock flow scripts
make -C /OpenROAD-flow-scripts/flow DESIGN_CONFIG=/design/flow/config.mk WORK_HOME=/design/flow/orfs finish
$ cat /design/flow/config.mk
export PLATFORM = sky130hd
export DESIGN_NAME = decompress_wrapper
export DESIGN_NICKNAME = decompress_wrapper
export VERILOG_FILES = /design/flow/design.v
export SDC_FILE = /design/flow/constraint.sdc
export NUM_CORES = 4
export LEC_CHECK = 1
export CORE_UTILIZATION = 30
$ cat /design/flow/constraint.sdc
current_design decompress_wrapper

set clk_period 13.8
set clk_io_pct 0.2

create_clock -name clk0 -period $clk_period

set non_clock_inputs [all_inputs -no_clocks]
set_input_delay [expr $clk_period * $clk_io_pct] -clock clk0 $non_clock_inputs
set_output_delay [expr $clk_period * $clk_io_pct] -clock clk0 [all_outputs]
$ cat /design/flow/design.v
`timescale 1ns / 1ps
module decompress_module (
    input logic [15:0] x,      
    input logic [15:0] d,      
    output logic [15:0] result  
);
    localparam int q = 3329;    
    always_comb begin
        logic [31:0] t;          
        t = 1 << (d - 1); 
        result = (q * x + t) >> d; 
    end
endmodule
`timescale 1ns / 1ps
module decompress_wrapper (
    input logic enable,
    input logic [15:0] x,
    input logic [15:0] d,
    output logic [15:0] result
);
    logic [15:0] result_internal;
    decompress_module u_dm (
        .x(x),
        .d(d),
        .result(result_internal)
    );
    always_comb begin
        result = enable ? result_internal : 16'd0;
    end
endmodule
==> impl_report.txt <==
IMPLEMENTATION SUMMARY REPORT
----------------------------------------------------
[Worst setup path]
  Crit path top cell by count ........................ ha_1
  Worst setup EP type ........................ output port
  Crit-path slowest cell ........................ o41ai_1
  Critical path data arrival time ........................ 10,510 ps
  Data required time at the worst endpoint ........................ 11,040 ps
  Delay of the slowest critical-path stage ........................ 570 ps
  Sort of element at the start of the critical path ........................ input port
  Category of the most critical setup path ........................ input port to output port
  Crit-path max FO ........................ 8

[Power]
  Pwr dens ........................ 94.9 nW/µm²
  Standby leakage power ........................ between 3 and 4 nW
  Largest vdd supply drop ........................ approximately 0.037 mV
  Total power draw ........................ 647 µW

[Global route]
  Antenna violations before repair ........................ 0
  Via count of the first global-routing pass ........................ 5,971
  Global-route wire length before repair ........................ 29.2 mm
  Maximum number of pins on one net before global-route repair ........................ 49
  Total global routing track utilization ........................ 17.7%
  Leftover overflow at the end of global routing ........................ 0

[Routing]
  Initial DRC count ........................ 325
  DR WL/cell ........................ 15.1 µm
  Number of antenna cells inserted ........................ 0
  Count of nets left with antenna violations after detail routing ........................ 0
  Total vias in the final route ........................ 6,255
  Drt pass-1 iters ........................ 4
  Detailed-route DRC error count ........................ 0
  Via count normalized by instance count ........................ 5.42
  Final routed wirelength across all metal layers ........................ approximately 17 mm

[Synth]
  Post-synthesis cell count ........................ 874
  Sequential cell area fraction in the yosys report ........................ 0%
  Cell count in the Yosys report ........................ around 900
  Synth top area cells ........................ ha_1 (24%), fa_1 (5.9%), nor2_1 (5.6%)
  Fraction of synthesized cell area taken by the top area cell type ........................ 23.6%
  Area fraction in full adders, half adders and majority gates ........................ 29.5%
  Proportion of synthesized area in mux cells ........................ 5.90%
  Area leader, netlist ........................ ha_1
  Post-Syn Area per Cell ........................ 6.98 µm²
  Xor/xnor share ........................ 5.88%
  Synth Area in Simple Gates ........................ 24.1%
  Area fraction in compound gates after synthesis ........................ 26.2%
  Cell Type Count ........................ 71
  Prevailing logic family in the synthesized netlist ........................ adder cells
  Post-synthesis instance area ........................ 6100 µm²
  Chip area from the yosys synthesis statistics ........................ a little over 6000 µm²
  Number of warnings reported in the yosys synthesis log ........................ 2

[Cells and area]
  Area growth from synthesis to layout ........................ 11.7%
  Footprint of the flip-flops and latches ........................ 0 µm²
  Area used by multi-input combinational logic ........................ around 5600 µm²
  Number of flip-flops and latches ........................ 0
  Proportion of layout cells with a drive suffix above 1 ........................ 4.50%
  Final-layout fill cell count ........................ 2,141
  Clkbuf count ........................ 0
  Fin area ........................ 6820 µm²

[Place]
  Routability Congestion ........................ 0.940
  # port buffers ........................ 49
  Half-perimeter wire length of the detailed placement result ........................ 14.6 mm
  Placed cell area ........................ 6820 µm²
  Post-Place Setup Slack ........................ 565 ps

[STA]
  WHS ........................ 6610 ps
  Worst relative slew slack ........................ 49.8%
  Post-layout worst setup margin ........................ 527 ps
  Final hold violation count ........................ 0
  Final period demand of the worst path ........................ about 13,000 ps
  Fmax ........................ 0.0753 GHz
  Share of the cycle needed by the critical path after routing ........................ just under 100%
  Max-slew violation count ........................ 0
  Setup TNS Final ........................ 0 ps
  Setup-violating endpoint count in the final report ........................ 0
  Worst Tran Pin Value ........................ between 700 and 800 ps
  RSZ-0062 raised after global routing ........................ no

[Clocking]
  Cts hold-fix bufs ........................ 0
  Setup repair bufs after CTS ........................ 0
  PostCTS Resize Cnt ........................ 0

[Floorplanning]
  Core box area ........................ 19,700 µm²
  Horizontal die dimension ........................ 145 µm
  Floorplan die height ........................ 145 µm
  Pre-Place Util ........................ about 31%
  Row Count ........................ just over 50
  Chip footprint ........................ 20,900 µm²
  Number of primary I/O pins ........................ 49

[Hold path]
  Worst Hold Endpoint ........................ result[2]
  Number of cells traversed by the worst hold path ........................ 5
  Class of the worst hold path ........................ input port to output port
  Worst min-delay path startpoint ........................ enable

[Flow run]
  OpenROAD warnings ........................ 33
  Max-cap violation count ........................ 0

[Outcome]
  Outcome ........................ complete, no violations

----------------------------------------------------
how the worst max path moves through the flow:
stage            to  startpoint  slack (ps)  cells after the start
4_1_cts   result[3]        x[1]         530                     29
5_1_grt   result[3]        x[1]           8                     29
6_report  result[3]        x[1]         530                     29
cell families (layout without fill, tap and decap cells):
logic type | after synthesis | in the layout
XOR/XNOR | 41 | 41
buffers and inverters | 134 | 149
adder cells (fa/ha/maj) | 133 | 133
multiplexers | 30 | 30
AND-OR/OR-AND | 237 | 237
AND/OR/NAND/NOR | 299 | 299
critical path: cells and delay by family:
kind,cells,cell delay [ps]
multiplexers,1,180
buffers and inverters,4,1110
AND/OR/NAND/NOR,2,300
AND-OR/OR-AND,14,3420
adder cells (fa/ha/maj),7,2640
XOR/XNOR,1,90
synth_stat cells (17+ instances only):
cell,instances
o21ai_0,35
xnor2_1,31
a21oi_1,64
a21o_1,17
ha_1,115
mux2i_1,18
nand2_1,60
inv_1,89
nand3_1,30
nor3_1,28
fa_1,18
clkbuf_1,33
nor2_1,91
stage by stage:
step / utilization (%) / cells
floorplan: - / 874
global placement: 34.6 / 1154
detailed placement: 34.6 / 1154
CTS: 34.6 / 1154
global route: 34.6 / 1154
finish: 34.6 / 1154
power by group:
part	internal, mW	switching (mW)	total (mW)	leakage [nW]
logic	0.269	0.379	0.647	3.04
registers	0	0	0	0
clock network	0	0	0	0
total	0.269	0.379	0.647	3.04
final cells by class:
| type | count | area share [%] |
|---|---|---|
| multi-input cells | 740 | 81.9 |
| repair buffers | 58 | 8.18 |
| inverters | 91 | 5.01 |
| well taps | 265 | 4.86 |
cell usage in the layout (no fill, tap or decap), types with 4 or more instances in the layout:
cell type and instances:
o211ai_1 11, a21o_1 17, a211oi_1 13, nand4_1 9, and2_1 13, nor4_1 7
nand2b_1 9, xor2_1 10, a22oi_1 5, fa_1 18, nor3b_1 4, o31ai_1 6
xnor2_1 31, o21a_1 10, inv_1 89, nand3_1 30, buf_4 9, nor2b_1 12
mux2i_1 18, nor2_1 91, nor3_1 28, clkdlybuf4s50_1 49, or2_2 5, nand2_1 60
mux4_2 4, a2111oi_0 7, a21oi_1 64, mux2_2 8, a221oi_1 5, a31oi_1 13
and3_1 11, or3_1 7, a211o_1 4, ha_1 115, a21boi_0 4, o21bai_1 6
o21ai_0 35
per-layer routing:
layer	GRT usage, %	share of wire, %
met5	0	0
met4	2.94	2.0
met3	2.38	4.7
met2	29.8	46
met1	24.4	47
Power is estimated from default activity; no workload was simulated.
